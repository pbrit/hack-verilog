[flow/run.sh]
#!/bin/bash
# OpenROAD 26Q1-2900-gdf79404cd8, Yosys 0.63+post, stock flow scripts
make -C /OpenROAD-flow-scripts/flow DESIGN_CONFIG=/design/flow/config.mk WORK_HOME=/design/flow/orfs finish
[flow/constraint.sdc]
current_design hack_register

set clk_period 1.0
set clk_io_pct 0.2

create_clock -name clk0 -period $clk_period [get_ports {clk}]

set non_clock_inputs [all_inputs -no_clocks]
set_input_delay [expr $clk_period * $clk_io_pct] -clock clk0 $non_clock_inputs
set_output_delay [expr $clk_period * $clk_io_pct] -clock clk0 [all_outputs]
[flow/design.v]
module hack_bit(in,enable,clk,out);
  input   in,enable,clk;
  output  out;
  reg     out;
  always @(posedge clk) begin
    if (enable) begin
      out <= in;
    end 
  end
endmodule
module hack_register(in,enable,clk,out);
  input   [15:0]  in;
  input           enable, clk;
  output  [15:0]  out;
  genvar i;
  generate 
    for (i = 0; i < 16; i = i+1) begin
      hack_bit inst (in[i], enable, clk, out[i]);
    end
  endgenerate
endmodule
[flow/config.mk]
export PLATFORM = sky130hd
export DESIGN_NAME = hack_register
export DESIGN_NICKNAME = hack_register
export VERILOG_FILES = /design/flow/design.v
export SDC_FILE = /design/flow/constraint.sdc
export NUM_CORES = 4
export LEC_CHECK = 1
export CORE_AREA = 10 10 71 71
export DIE_AREA = 0 0 81 81
==> results.json <==
{
  "synth-seq-area-share_pct": 80.0,
  "reg_top3": "genblk1.inst.out: 16 flops",
  "finalInstanceArea_um2": 852,
  "grt_max_degree": 17,
  "synth_flops": 16,
  "worstMarginPinSlew_ns": 0.107,
  "path_class": "flop to primary output",
  "irDropWorstVdd_mv": 0.518,
  "clockBufferDepth": 2,
  "critPathCaptureType": "primary output",
  "drc": 0,
  "ios": 34,
  "drtAntennaViolNets": 0,
  "root_buffer": "clkbuf_8",
  "flop_cell": "edfxtp_1",
  "yosysTopAreaCell": "edfxtp_1",
  "hold_buffers": 0,
  "dr.pass1.iters": 2,
  "viasPerCell": 2.88,
  "dieWidth_um": 81,
  "period_minus_slack_ns": 0.940,
  "drv_cap": 0,
  "leakage_nw": 0.318,
  "crit_path_start_kind": "flop",
  "layout-drive-gt1-share_pct": 37.7,
  "slew_viol_final": 0,
  "postSynth.asyncResetShare_pct": 0,
  "worst_path_max_delay_cell": "edfxtp_1",
  "outcome": "finished clean",
  "gp_congestion": 0.655,
  "logic_area_um2": 0,
  "ys_warn_count": 1,
  "avgSynthCellArea_um2": 18.8,
  "crit_chain": "buf_2",
  "yosysUniqueCellTypes": 2,
  "total_power_mw": 1.38,
  "synth-cells-yosys": 32,
  "critPathArrivalTime_ns": 0.74,
  "wl_um": 1260,
  "overflow": 0,
  "largest_reg_flops": 16,
  "cts_buffers": 3,
  "tool_warnings": 25,
  "num-multi-input-gates": 0,
  "placed_area_um2": 891,
  "drtIter0Drc": 2,
  "power_density_nw_per_um2": 1620,
  "syn_to_final_growth_pct": 41.9,
  "mappedNetlistArea_um2": 601,
  "fp_util_pct": 16.5,
  "path_max_fanout": 1,
  "grt_pass1_wl_um": 1860,
  "clkTransAtPathRegs_ns": 0.05,
  "slew_headroom_pct": 92.8,
  "topCellsByArea": "edfxtp_1, buf_4",
  "hold_ws_ns": 0.513,
  "synth-area-yosys_um2": 601,
  "fp.dieH_um": 81,
  "synthTopCellsByCount": "buf_4, edfxtp_1",
  "die_area_um2": 6560,
  "num_rows": 22,
  "max_stage_delay_ns": 0.38,
  "cts_tree": "done",
  "crit_family": "flip-flops",
  "top_register": "genblk1.inst.out",
  "min_path_type": "input pin to flop",
  "grt.total_usage_pct": 3.89,
  "wire_per_inst_um": 12.5,
  "grt_pass1_vias": 377,
  "vias": 291,
  "layout_worst_path_cycle_share_pct": 94.0,
  "max_freq_mhz": 1060,
  "htreeDepth": 1,
  "hold_viol": 0,
  "antenna_found_initial": 0,
  "setup_viol": 0,
  "antenna_cells": 0,
  "core-area_um2": 3630,
  "grt_setup_unrepaired": "false",
  "synthCells": 32,
  "port_buffers": 33,
  "clock_sinks": 16,
  "netlist.area_leader.share_pct": 80.0,
  "edf_count": 16,
  "path_buffers": 1,
  "cp.required_ns": 0.80
}
## metal layers
layer / vias to the layer above / track usage, % / wire length, µm
met4: 0 / 0.519 / 14
met3: 3 / 2.45 / 150
met1: 128 / 3.79 / 432
met2: 21 / 7.01 / 666
li1: 139 / - / -
met5: - / 0 / 0
## placed cells by master, fill, tap and decap left out
master	synthesis	layout
edfxtp_1	16	16
clkbuf_2	0	3
clkbuf_8	0	3
clkdlybuf4s50_1	0	17
buf_2	0	13
buf_12	0	1
## power breakdown
part / total [mW] / internal, mW / switching [mW]
Combinational: 0.127 / 0.0959 / 0.0312
Clock: 0.444 / 0.266 / 0.178
Sequential: 0.810 / 0.797 / 0.0127
Total: 1.38 / 1.16 / 0.222
## metrics by stage
stage	setup TNS (ns)	instances	worst slack, ns	util, %
detailed placement	-2.64	98	-0.166	24.5
global route	0	101	0.0215	23.5
CTS	0	101	0.00138	23.9
global placement	-2.53	98	-0.159	24.5
finish	0	101	0.0597	23.5
floorplan	0	32	0.346	-
## path summary, 6_finish.rpt
path	to	depth (start not counted)	from
worst max-delay path	out[13]	1	genblk1[13].inst.out$_DFFE_PP_
worst min-delay path	genblk1[11].inst.out$_DFFE_PP_	1	in[11]
## cells by family (layout without fill, tap and decap cells)
family | Yosys count | after routing | share of synthesized area [%]
flops | 16 | 16 | 80.0
buf+inv | 16 | 37 | 20.0
## layout make-up
cell class	count	area (µm²)
clock buffers	3	41.3
fillers	390	2780
flip-flops and latches	16	480
well taps	48	60.1
repair buffers	34	270
## timing repair
action,4_1_cts,5_1_grt
setup endpoints to repair,16,3
buffers inserted,0,0
gates cloned,0,0
gates resized,45,3
Power is estimated from default activity; no workload was simulated.
