==> flow/design.v <==
module hack_alu(
  x,y,
  zx,
  nx,
  zy,
  ny,
  f,
  no,
  out,
  zr,
  ng
);
  input       [15:0]  x,y;
  input               zx,nx,zy,ny,f,no;
  output      [15:0]  out;
  output              zr,ng;
  reg         [15:0]  effective_x, effective_y;
  reg signed  [15:0]  out;
  reg                 zr,ng;
  always @* begin
    if (zx && nx) begin
      effective_x = 16'hffff; 
    end else if (!zx && nx) begin
      effective_x = ~x; 
    end else if (zx && !nx) begin
      effective_x = 0;
    end else begin
      effective_x = x;
    end
    if (zy && ny) begin
      effective_y = 16'hffff;
    end else if (!zy && ny) begin
      effective_y = ~y;
    end else if (zy && !ny) begin
      effective_y = 0;
    end else begin
      effective_y = y;
    end
    if (f && no) begin
      out = ~(effective_x + effective_y);
    end else if (!f && no) begin
      out = ~(effective_x & effective_y);
    end else if (f && !no) begin
      out = effective_x + effective_y;
    end else begin
      out = effective_x & effective_y;
    end
    if (out == 0) begin
      zr = 1;
    end else begin
      zr = 0;
    end
    if (out < 0) begin
      ng = 1;
    end else begin
      ng = 0;
    end
  end
endmodule
==> flow/run.sh <==
#!/bin/bash
# OpenROAD 26Q1-2900-gdf79404cd8, Yosys 0.63+post, stock flow scripts
make -C /OpenROAD-flow-scripts/flow DESIGN_CONFIG=/design/flow/config.mk WORK_HOME=/design/flow/orfs finish
==> flow/config.mk <==
export PLATFORM = sky130hd
export DESIGN_NAME = hack_alu
export DESIGN_NICKNAME = hack_alu
export VERILOG_FILES = /design/flow/design.v
export SDC_FILE = /design/flow/constraint.sdc
export NUM_CORES = 4
export LEC_CHECK = 1
export CORE_UTILIZATION = 30
==> flow/constraint.sdc <==
current_design hack_alu

set clk_period 18.2
set clk_io_pct 0.2

create_clock -name clk0 -period $clk_period

set non_clock_inputs [all_inputs -no_clocks]
set_input_delay [expr $clk_period * $clk_io_pct] -clock clk0 $non_clock_inputs
set_output_delay [expr $clk_period * $clk_io_pct] -clock clk0 [all_outputs]
==> notes.md <==
The layout was made with Yosys and OpenROAD.

The flow ran to the end, and the final reports show no timing, DRC or antenna violations. The first-pass GRT wire length is 8942 microns. The final timing report derives a shortest allowable period of 11.65 ns. The antenna diode instance count is 0.

The number of cells in the finished layout apart from fillers is 409. The aggregate routed wire length is around 5300 microns. The floorplan report gives the top-level pin count as about 56. In this run the static leakage power is between 0.9 and 1 nW. Per the final report, max-transition violations number 0. The overall die size recorded for this design is 7205 sq um. IR analysis of the VDD net gives a maximum drop of roughly 0.000016 V. For this run, the detailed router's first-pass iteration total came to 21.

Ranking logic cells in the layout by count gives the top entries clkdlybuf4s50_1 (56), xnor2_1 (42), nand2b_1 (34), ha_1 (17), a21oi_1 (15). For the pin with the worst max-slew slack, the measured transition is approximately 0.56 ns. The endpoint arrival time on the critical path is about 8 ns.

The end-of-flow core utilization is around two fifths. The via count of the first global-routing pass came to between 1500 and 2000. The total of max-cap violations is 0. Leaving out fill and tap cells, the most frequent cell in the layout is clkdlybuf4s50_1.

Between the synthesized netlist and the finished layout, the area growth was recorded as 28.84%. In the routed design, unresolved DRC markers number 0. The final-report hold violation count is 0. The number of different library cells in the post-synthesis netlist is 57. Hold is met by about 8.5 ns. The violation count after the first detailed-route iteration is 129. The number of antenna violations at the first check in global routing is 0. The tally of filler cells in the layout is about 670. The required time reported for the critical path endpoint is between 10 and 15 ns.

The detail-routed via count per cell is between 5 and 6. The total via count in the routed design is 2152. Overall power consumption after layout is estimated at roughly 130 uW. In the finished design, the share of the clock period the worst path needs comes to roughly 64%. The relative max-transition margin is a little over three fifths. The final layout report lists a clock buffer count of 0. In this run the vertical extent of the chip is 84.88 microns.

At the end of routability-driven placement, the weighted congestion stood at between 0.8 and 0.9. The total congestion overflow after global routing is 0. The number of buffers added to fix hold violations after cts is 0. Setup repair after global routing left no endpoint under its margin. After legalization and detailed placement, the total HPWL measured 4442 microns. The number of cells on the worst hold path is 4. The number of standard cells reported by yosys is between 200 and 300. The category of the worst setup path launch point is an input port. The start point of the worst min-delay path is no. After floorplanning, the core was divided into 29 placement rows. The area taken by flip-flops and latches is 0 sq um.

The setup total negative slack is 0 ns. For reference, the post-synthesis area per instance comes to roughly 7 sq um. The path type of the worst min-delay path is in -> out. In the final report, the number of endpoints failing setup comes to 0. The post-placement cell area is roughly 2700 sq um.

Per the repair_timing log after CTS, setup buffers inserted total 0. Based on the critical path, the design can be clocked at up to ~86 MHz. Once layout is done, the placed cells without fillers occupy between 2000 and 3000 sq um. The starting density of the core is 31.73%. Max fanout on the critical path was recorded as 16. The total number of yosys warnings is 1. The critical path in this run is classified as in -> out. The pin count of the biggest net entering global routing is 39. The fraction of the yosys area taken by sequential cells is 0%. Power spread over the standard cell area amounts to a little over 50 nW/um^2. For this sky-water flow run, the detailed-routed wirelength per cell is reported as between 10 and 15 microns.

STA shows the worst min-delay path finishing at out[5]. The mapped netlist covers 2061 sq um. The width of the chip is 84.88 microns. As logged by OpenROAD, the buffers inserted on ports number 56. The worst setup path is captured at an output pin.

The count of warning messages emitted by the tools is 33. The share of layout cells above drive strength 1 is under 10%. The number of nets with antenna violations after routing is 0.

After detailed placement, the design holds a cell count of between 400 and 500. In this run the standard cell core region covers 6495 sq um. The combined global-route utilization of all metal layers is 14.97%. Post-CTS repair changed the size of 0 cells.

Setup slack on the critical path of the routed design comes to 6.551 ns. The area recorded from the Yosys report for this design is between 2000 and 2500 sq um. Timing analysis after detailed placement gives a worst setup slack of 6.544 ns. The gate count of the mapped netlist is about 300. The sequential cell count is 0.
-- worst max-delay path: stages --
cell             delay [ns]
clkdlybuf4s50_1        0.60
nand2b_1               0.26
xnor2_1                0.15
ha_1                   0.27
fa_1                   0.46
a211oi_2               0.28
o21bai_1               0.15
a21oi_2                0.21
a21oi_1                0.12
a21boi_0               0.13
or4_1                  0.54
or4_1                  0.55
nor4_2                 0.16
clkdlybuf4s50_1        0.50
-- per-layer routing --
layer  share of wire [%]  GRT usage, %  wire length, microns
met2                  41         22.84                  2180
met1                  54         25.16                  2901
met4                   0             0                     0
met5                   0             0                     0
met3                 4.7       0.09872                   250
-- synth_stat cells, types with 2 or more instances --
cell / n / area, sq um
xnor2_1: 42 / 367.9
nand2b_1: 34 / 212.7
ha_1: 17 / 212.7
clkbuf_1: 16 / 60.06
a21oi_1: 15 / 75.07
o21ai_0: 14 / 70.07
nand2_1: 13 / 48.80
inv_1: 10 / 37.54
nor3_1: 10 / 50.05
or3_1: 10 / 62.56
nor2_1: 8 / 30.03
a211oi_1: 7 / 52.55
a21o_1: 6 / 45.04
a31oi_1: 6 / 37.54
mux2i_1: 6 / 60.06
nand3_1: 6 / 30.03
xor2_1: 5 / 43.79
buf_1: 4 / 15.01
nand4_1: 4 / 25.02
nor2b_1: 4 / 25.02
o21ai_1: 4 / 20.02
nand3b_1: 3 / 22.52
nor3b_1: 3 / 22.52
nor4_1: 3 / 18.77
or2_1: 3 / 18.77
or4_1: 3 / 22.52
a211oi_2: 2 / 25.02
and3_1: 2 / 12.51
and4_1: 2 / 17.52
buf_2: 2 / 10.01
nor3b_2: 2 / 25.02
o2111ai_1: 2 / 17.52
o2bb2ai_1: 2 / 17.52
or2_2: 2 / 12.51
-- cell families after synthesis --
group | Yosys count | share of synthesized area, %
AOI/OAI and AO/OA | 77 | 26.72
and+or+nand+nor | 114 | 32.79
xor gates and xnor gates | 47 | 19.98
adders and majority gates | 18 | 11.29
buffers and inverters | 33 | 6.315
muxes | 6 | 2.915
-- power breakdown --
| group | switching [mW] | internal (mW) |
|---|---|---|
| logic | 0.0651 | 0.0687 |
| clock network | 0 | 0 |
| registers | 0 | 0 |
| total | 0.0651 | 0.0687 |
-- area by class of cell --
type               instances  area (sq um)  share of cell area (%)
inverters                 10         37.54                   1.414
well taps                 77         96.34                   3.629
multi-input cells        262          1931                   72.71
repair buffers            60         590.6                   22.24
-- how the worst max path moves through the flow --
stage	endpoint	cells after the start	start
CTS	zr	14	zx
global route	zr	14	zx
finish	zr	14	zx
Power is estimated from default activity; no workload was simulated.
