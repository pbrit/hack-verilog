File: ./run.sh
#!/bin/bash
# OpenROAD 26Q1-2900-gdf79404cd8, Yosys 0.63+post, stock flow scripts
make -C /OpenROAD-flow-scripts/flow DESIGN_CONFIG=/design/flow/config.mk WORK_HOME=/design/flow/orfs finish
File: ./config.mk
export PLATFORM = sky130hd
export DESIGN_NAME = hack_mux8_way16
export DESIGN_NICKNAME = hack_mux8_way16
export VERILOG_FILES = /design/flow/design.v
export SDC_FILE = /design/flow/constraint.sdc
export NUM_CORES = 4
export LEC_CHECK = 1
export CORE_AREA = 10 10 84 84
export DIE_AREA = 0 0 94 94
File: ./constraint.sdc
current_design hack_mux8_way16

set clk_period 1.9
set clk_io_pct 0.2

create_clock -name clk0 -period $clk_period

set non_clock_inputs [all_inputs -no_clocks]
set_input_delay [expr $clk_period * $clk_io_pct] -clock clk0 $non_clock_inputs
set_output_delay [expr $clk_period * $clk_io_pct] -clock clk0 [all_outputs]
File: ./design.v
module hack_mux(a,b,sel,out);
  input     a,b,sel;
  output    out;
  wire  left, right, nsel;
  or    or0  (out, left, right);
  and   and0 (left, a, nsel);
  and   and1 (right, b, sel);
  not   inv0 (nsel, sel);
endmodule
module hack_mux16(a,b,sel,out);
  input   [15:0]  a,b;
  input           sel;
  output  [15:0]  out;
  genvar i;
  generate 
    for (i = 0; i < 16; i = i + 1) begin
      hack_mux mux (a[i],b[i],sel,out[i]);
    end
  endgenerate
endmodule
module hack_mux4_way16(a,b,c,d,sel,out);
  input     [15:0]  a,b,c,d;
  input     [1:0]   sel;
  output    [15:0]  out;
  wire      [15:0]  right, left;  
  wire              nsel0;
  not inv0 (nsel0,sel[0]);
  hack_mux16 mux0(left,right,sel[1],out);
  hack_mux16 mux_right (a,b,sel[0],left);
  hack_mux16 mux_left  (d,c,nsel0,right);
endmodule
module hack_mux8_way16(a,b,c,d,e,f,g,h,sel,out);
  input   [15:0]  a,b,c,d,e,f,g,h;
  input   [2:0]   sel;
  output  [15:0]  out;
  wire    [15:0]  left,right;
  hack_mux4_way16 mux1 (a,b,c,d,sel[1:0],right);
  hack_mux4_way16 mux2 (e,f,g,h,sel[1:0],left);
  hack_mux16 mux0 (right,left,sel[2],out);
endmodule
==> out/metrics.csv <==
stage,metric,value,unit
outcome,run_status,"complete, but fails checks",
outcome,violations,negative setup slack,
synth,area_leaders,"mux4_1, mux2_2, buf_4",
global_route,busiest_layer,met2,
global_route,grt_pass1_wl,8870,um
global_route,grt_max_degree,17,
worst_setup_path,crit_required,1.52,ns
route,totalWireLength,5920,um
layout,syn2layout_area_growth,118,%
synth,ys_area,1190,um^2
synth,syn_area_per_cell,16.3,um^2
synth,netlist_instances,73,
placement,placed_cells,269,
run,warnings,35,
worst_setup_path,path_max_fanout,4,
synth,ys_seq_frac,0,
synth,yosys_warnings,0,
global_route,grtUsageMet1,0.159,
route,route.vias.total,1266,
clock_network,holdBufCountCts,0,
sta,finalWorstSetupSlack,-0.0651,ns
worst_setup_path,cp-end-kind,output pin,
worst_setup_path,cp.arrival,1.59,ns
synth,yosysTopAreaCell,mux4_1,
min_path,holdPathEnd,out[14],
die,dieWidth,94,um
sta,max_freq,509,MHz
layout,fin_util,0.500,
route,drt_iter0_markers,16,
worst_setup_path,slowest_stage,mux4_2,
worst_setup_path,worstSetupStartpointType,input pin,
layout,flop-count,0,
min_path,min_path_type,input pin to output pin,
sta,rsz0062_at_grt,true,
route,first_pass_iters,2,
global_route,use_met2,0.224,
layout,lay_top_count,dlygate4sd2_1,
sta,setup_viol,9,
die,initial_core_util,0.229,
sta,slew_headroom,0.906,
global_route,grt-ovfl-total,0,
placement,hpwl,4700,um
worst_setup_path,cp_common_cell,buf_6,
synth,syn_area,1190,um^2
die,fp-row-count,26,
placement,portBuffers,147,
synth,ys_cells,73,
worst_setup_path,crit_family,multiplexers,
layout,drive_gt1_frac,0.377,
die,die_h,94,um
die,core_area,5200,um^2
synth,yosys.area.top_type_share,0.618,
worst_setup_path,crit_chain,"buf_12, buf_16, buf_6, mux4_2, mux2_4, buf_6",
worst_setup_path,path_buffers,4,
route,vias_per_cell,4.55,
layout,final_cell_mix,"dlygate4sd2_1, mux4_2, mux2_4",
route,drtAntennaViolNets,0,
global_route,first_global_vias,1541,
die,num_io_pins,147,
sta,finalHoldViolCount,0,
power_and_ir_drop,peakVddDrop,0.0978,mV
power_and_ir_drop,leakage,1.23,nW
die,die-area,8840,um^2
global_route,met3_usage,0.0549,
min_path,hold_depth,4,
power_and_ir_drop,powerDensity,214,nW/um^2
layout,nClkBuffers,0,
run,drv_cap,0,
route,wl_per_cell,21.3,um
synth,yosysUniqueCellTypes,8,
sta,whs,1.37,ns
worst_setup_path,path_class,input pin to output pin,
global_route,gr-usage-all-layers,0.130,
worst_setup_path,max_stage_delay,0.50,ns
layout,flop_area,0,um^2
sta,final_max_slew_viol_count,0,
sta,period_minus_slack,1.97,ns
sta,finalCritPeriodShare,1.03,
min_path,min_from,e[14],
route,drc,0,
layout,final_cells,278,
global_route,antenna_found_initial,1,
sta,tightest_slew,0.141,ns
worst_setup_path,startpoint,sel[0],
placement,place.gp.congestion,0.789,
[routing by layer]
layer / wire length (um) / part of all wire
met1: 2230 / 0.38
met2: 3010 / 0.51
met3: 688 / 0.12
met4: 0 / 0
met5: 0 / 0
[how the worst max path moves through the flow]
stage | endpoint | slack [ns] | cells after the start
finish | out[5] | -0.07 | 6
global route | out[15] | -0.10 | 6
CTS | out[8] | -0.07 | 6
[where the power goes]
| group | leakage [nW] | internal, W | switching [W] |
|---|---|---|---|
| combinational | 1.23 | 0.000418 | 0.000139 |
| clock | 0.00000634 | 0.0000000000703 | 0 |
| sequential | 0 | 0 | 0 |
| total | 1.23 | 0.000418 | 0.000139 |
[stage by stage]
step,power [W],setup WS (ns),TNS (ns),instance area (um^2)
2_1_floorplan,0.000244,-0.00889,-0.123,1170
3_3_place_gp,0.000563,-0.618,-9.47,2610
3_5_place_dp,0.000567,-0.626,-9.53,2610
4_1_cts,0.000554,-0.0736,-0.515,2570
5_1_grt,0.000597,-0.105,-0.899,2600
6_report,0.000556,-0.0651,-0.335,2600
[cell type report]
class	count	area [um^2]
tap	70	87.6
timing repair buffer	159	1550
multi-input combinational	48	961
antenna	1	2.50
fill	539	2600
[cell usage after synthesis, drive strengths merged]
library cell and number:
mux4 32, buf 22, clkbuf 3, mux2 16
[timing repair]
| item | in CTS | in global routing |
|---|---|---|
| gates resized | 236 | 5 |
| buffers inserted | 4 | 0 |
| gates cloned | 4 | 0 |
| endpoints found under the setup margin | 16 | 16 |
[cell families after synthesis]
logic type             count (synthesis)  synth area share
buffers and inverters                 25             0.155
multiplexers                          48             0.845
[tightest hold or removal path, delay by kind of cell]
| kind | cells | cell delay (ns) |
|---|---|---|
| muxes | 2 | 0.35 |
| buffers and inverters | 2 | 0.26 |
Power and IR drop assume default switching activity.
